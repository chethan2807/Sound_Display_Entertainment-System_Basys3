File: design.v
`timescale 1ns / 1ps
module Averager(
    input Clk_20khz, 
    input Rst, 
    input [11:0]mic_in,  
	output reg [11:0]avg_audio_data
    );
  reg [4:0]counter = 0;
  reg clk_2Khz;
    always @(posedge Clk_20khz)begin
        counter <= (counter >= 10) ? 0 : counter + 1;
        clk_2Khz <= (counter < 5) ? 1'b0 : 1'b1;
    end
reg [22:0] sum_data =0; 
reg [10:0] sample_count=0;
always @(posedge Clk_20khz or posedge Rst)
    begin
		if(Rst==1)
            avg_audio_data	 <= 0;
        else
			if (sample_count==10'd2000)
				avg_audio_data <= sum_data/2000;
	end
	always @(posedge clk_2Khz or posedge Rst)
    begin 
        if(Rst==1)
		begin
            sum_data	 <= 0;
            sample_count <= 0;
		end
        else
		begin
			if( sample_count < 11'd2000) 
			begin
				sum_data 	 <= sum_data + mic_in;
				sample_count <= sample_count + 1;
			end
			else
			begin
				sum_data 	 <= 23'd0;
				sample_count <= 11'd0;
			end
		end
    end 
endmodule
File: config.mk
export PLATFORM = sky130hd
export DESIGN_NAME = Averager
export DESIGN_NICKNAME = Averager
export VERILOG_FILES = /design/flow/design.v
export SDC_FILE = /design/flow/constraint.sdc
export NUM_CORES = 4
export LEC_CHECK = 1
export CORE_UTILIZATION = 50
File: constraint.sdc
current_design Averager

set clk_period 1.2
set clk_io_pct 0.2

create_clock -name clk0 -period $clk_period [get_ports {Clk_20khz}]

set non_clock_inputs [all_inputs -no_clocks]
set_input_delay [expr $clk_period * $clk_io_pct] -clock clk0 $non_clock_inputs
set_output_delay [expr $clk_period * $clk_io_pct] -clock clk0 [all_outputs]
File: run.sh
#!/bin/bash
# OpenROAD 26Q1-2900-gdf79404cd8, Yosys 0.63+post, stock flow scripts
make -C /OpenROAD-flow-scripts/flow DESIGN_CONFIG=/design/flow/config.mk WORK_HOME=/design/flow/orfs finish
==> results.json <==
{
  "status": "complete, no violations",
  "avgSynthCellArea_sq_um": 8.126,
  "powerDensity_nw_per_um2": 582.7,
  "grt_use_total_pct": 24.59,
  "path_class": "flop to flop",
  "gp_congestion": 0.8892,
  "antenna_cells": 0,
  "fp-row-count": 38,
  "port_buffers": 25,
  "finalCritPeriodShare_pct": 96.66,
  "overflow": 0,
  "grt_pass1_vias": 4609,
  "synth_flop_count": 52,
  "clockRootBuffer": "clkbuf_16",
  "io_pins": 26,
  "yosysUniqueCellTypes": 104,
  "critical_path.cell_chain": "inv_2 > ha_4 > or3_4 > a211oi_2",
  "drt_iter0_markers": 334,
  "fmax_mhz": 862.1,
  "yosysSeqAreaShare_pct": 22.22,
  "worstSetupStartpointType": "flop",
  "critPathCaptureType": "flop",
  "peakVddDrop_uv": 693.6,
  "async_reset_ff_share_pct": 88.46,
  "yosysMostFrequentCell": "nor2_1",
  "hpwl_um": 10270,
  "slowest_delay_ps": 330,
  "warnings": 28,
  "untimed_endpoints": 34,
  "clock_path_buffers": 2,
  "layout.cells.non_filler": 851,
  "synth_top_cell_by_area": "dfrtp_1",
  "maxCapViolCount": 0,
  "cts_tree": "done",
  "min_path_type": "primary input to asynchronous set/reset pin",
  "drive_gt1_share_pct": 12.38,
  "clk_latency_ps": 250,
  "firstDrtPassIters": 6,
  "startpoint": "counter[0]$_SDFF_PP0_",
  "rsz0062_at_grt": "true",
  "worstPathArrival_ps": 1330,
  "finClkSkew_ps": 0.2979,
  "fp_util_pct": 52.08,
  "cp_max_fo": 3,
  "drv_slew": 0,
  "cts_max_level": 1,
  "setup_tns_ps": 0,
  "path_clk_slew_ps": 60,
  "die-area_sq_um": 11870,
  "vias": 5150,
  "wire_per_inst_um": 15.81,
  "coreArea_sq_um": 10980,
  "vias_per_cell": 6.052,
  "dp_cells": 843,
  "setup_viol": 0,
  "required_ps": 1370,
  "tightest_slew_ps": 754.8,
  "r2r_start": "counter[0]$_SDFF_PP0_",
  "antenna_found_initial": 0,
  "min_period_ps": 1160,
  "syn2layout_area_growth_pct": 8.246,
  "fillerInstances": 1005,
  "synth-edff-count": 0,
  "unclocked_regs": 34,
  "finalHoldViolations": 0,
  "synth_area_sq_um": 5720,
  "syn_inst": 704,
  "cts_buffers": 3,
  "top_cells_by_count": "nor2_1, nand2_1, dfrtp_1",
  "slew_headroom_pct": 48.24,
  "yosysCellCount": 704,
  "final_core_util_pct": 56.38,
  "grt_pass1_wl_um": 22870,
  "power_leakage_nw": 2.459,
  "finalWirelength_um": 13450,
  "hold_ws_ps": 339.7,
  "synthFlopType": "dfrtp_1",
  "yosys_area_sq_um": 5720,
  "drc_errors": 0,
  "fp.dieW_um": 109.0,
  "postRouteAntennaNets": 0,
  "crit_slowest_cell": "dfxtp_2",
  "top_cells_by_area": "dfrtp_1, xnor2_1, nor2_1, o21ai_0, ha_1",
  "die_h_um": 109.0,
  "grt_start_max_net_pins": 35,
  "top_cell_area_share_pct": 20.12,
  "ys_warn_count": 2
}
==> cells by family (layout without fill, tap and decap cells) <==
kind of cell               count (synthesis)  after routing  share of synthesized area [%]
AOI/OAI and AO/OA                        233            233                          31.19
xor gates and xnor gates                  54             54                          8.859
adders and majority gates                 19             19                          4.199
buffers and inverters                     62             69                          4.571
DFF                                       52             52                          22.22
muxes                                     26             26                          5.096
other                                      1              1                        0.06555
and+or+nand+nor                          257            257                          23.80
==> flip-flops by register name (all words and copies together) (netlist names) <==
signal          count
clk_2Khz            1
sample_count       11
counter             5
sum_data           23
avg_audio_data     12
==> cell usage in the layout, fill, tap and decap left out, drive strengths merged, types with 18 or more instances in the layout <==
cell,count
nor2,69
nand3,24
nand2,48
xnor2,39
nor3,18
dfrtp,46
o21ai,47
inv,25
a21oi,41
==> layout make-up <==
class                      count  area (sq um)  share of cell area [%]
sequential                    52          1272                   20.55
inverter                      27         105.1                   1.697
multi-input combinational    590          4218                   68.11
clock buffer                   4         88.84                   1.435
timing repair buffer          38         332.8                   5.375
tap                          140         175.2                   2.829
==> stage by stage <==
step | setup slack (ps) | total power, mW | area, sq um
after global placement | 35.47 | 2.777 | 6061
after detailed placement | -1.635 | 2.807 | 6061
after global routing | -16.44 | 3.900 | 6192
after CTS | 2.069 | 3.610 | 6167
after floorplan | 21.36 | 2.430 | 5725
final | 40.10 | 3.608 | 6192
==> repair_timing <==
item,4_1_cts,5_1_grt
gates cloned,0,0
hold buffers,0,0
resized,14,4
setup buffers,3,1
pin swaps,1,1
endpoints found under the setup margin,14,2
==> power by group <==
group,leakage (nW),switching [mW],internal [mW],total [mW]
combinational,1.78,1.21,0.844,2.06
sequential,0.638,0.0822,0.705,0.787
clock,0.0442,0.258,0.508,0.766
total,2.46,1.55,2.06,3.61
==> worst max-delay path: cells and delay by family (launching register included) <==
| family | cells | cell delay, ps |
|---|---|---|
| buf+inv | 1 | 40 |
| fa+ha+maj | 1 | 150 |
| simple gates | 1 | 330 |
| flops | 1 | 330 |
| compound gates | 1 | 220 |
==> routing by layer <==
layer  up-vias  global-route usage (%)  wire (um)
li1       2639                       -          -
met1      2424                   39.30       6753
met2        85                   39.67       6256
met3         2                   1.219        409
met4         0                  0.7722         34
met5         -                       0          0
==> worst paths after layout <==
path,cells past startpoint,slack [ps],end
max,4,40,counter[1]$_SDFF_PP0_
min,2,340,avg_audio_data[10]$_DFFE_PP0N_
max reg2reg,4,40,counter[1]$_SDFF_PP0_
min reg2reg,2,480,avg_audio_data[9]$_DFFE_PP0N_
max in group asynchronous,2,600,avg_audio_data[5]$_DFFE_PP0N_
min in group clk0,2,480,avg_audio_data[9]$_DFFE_PP0N_
Power figures rest on the tool's default switching activity, not on a simulated workload.
